## ./config.mk

```make
export PLATFORM = sky130hd
export DESIGN_NAME = top_FSM
export DESIGN_NICKNAME = top_FSM
export VERILOG_FILES = /design/flow/design.v
export SDC_FILE = /design/flow/constraint.sdc
export NUM_CORES = 4
export LEC_CHECK = 1
export CORE_UTILIZATION = 50
```

## ./constraint.sdc

```tcl
current_design top_FSM

set clk_period 3.9
set clk_io_pct 0.2

create_clock -name clk0 -period $clk_period [get_ports {sys_clk}]

set non_clock_inputs [all_inputs -no_clocks]
set_input_delay [expr $clk_period * $clk_io_pct] -clock clk0 $non_clock_inputs
set_output_delay [expr $clk_period * $clk_io_pct] -clock clk0 [all_outputs]
```

## ./design.v

```verilog
module Key_Filter(
	input	wire	sys_clk,
	input	wire	sys_rst_n,
	input	wire	key_in,
	output	reg		key_out
    );
	parameter	VAILD_TIME_TO_CNT = 20'd1_000_000;	 
	localparam	L_VAILD_TIME_TO_CNT = VAILD_TIME_TO_CNT;
	reg	[19:0] clk_cnt;
	always@(posedge sys_clk or negedge sys_rst_n)
	if(!sys_rst_n)
		clk_cnt <= 20'b0;
	else if(key_in == 1'b1)
		clk_cnt <= 20'b0;
	else if(clk_cnt == L_VAILD_TIME_TO_CNT)	 
		clk_cnt <= clk_cnt;
	else
		clk_cnt <= clk_cnt + 1'b1;
	always@(posedge sys_clk or negedge sys_rst_n)
	if(!sys_rst_n)
		key_out <= 1'b0;
	else if(clk_cnt == L_VAILD_TIME_TO_CNT - 1)
		key_out <= 1'b1;
	else
		key_out <= 1'b0;
endmodule
module LedCtrl(
	input	wire			sys_clk,
	input	wire			sys_rst_n,
	input	wire	[6:0] 	state,
	output	reg		[3:0] 	led
    );
	parameter	FLOW_TIME_TO_CNT	= 25'd25_000_000;	 
	localparam	IDLE 	= 7'b0000001;
	localparam	HALF 	= 7'b0000010;
	localparam	ONE	 	= 7'b0000100;
	localparam	ONE_HALF= 7'b0001000;
	localparam	TWO		= 7'b0010000;
	localparam	TWO_HALF= 7'b0100001;
	localparam	THREE 	= 7'b1000001;
	localparam	L_GAP_CNT 		= FLOW_TIME_TO_CNT - 1'd1;
	reg [6:0] prev_state;
	always@(posedge sys_clk or negedge sys_rst_n)
	if(!sys_rst_n)
		prev_state <= IDLE;
	else
		prev_state <=  state;
	reg	[24:0] unit_cnt;
	always@(posedge sys_clk or negedge sys_rst_n)
	if(!sys_rst_n)
		unit_cnt <= 24'd0;
	else if(state != prev_state)				 
		unit_cnt <= 24'd0;
	else if(unit_cnt == L_GAP_CNT)			 
		unit_cnt <= 24'd0;
	else
		unit_cnt <= unit_cnt + 1'd1;
	reg flow_dir;
	always@(posedge sys_clk or negedge sys_rst_n)
	if(!sys_rst_n)
		flow_dir <= 1'b0;
	else if(state != prev_state)	 
		flow_dir <= 1'b0;
	else if((unit_cnt == L_GAP_CNT)&&(state == THREE))begin
			if(led[2] == 1'b1) 	 
				flow_dir <= 1'b1;
			else if(led[1] == 1'b1)
				flow_dir <= 1'b0;
			else
				flow_dir <= flow_dir;
			end
	else
		flow_dir <= flow_dir;
	localparam	ALL_DARK  = 4'b0000;
	localparam	LIGHT_ONE = 4'b0001;
	localparam	LIGHT_TWO = 4'b0011;
	localparam	LIGHT_THREE = 4'b0111;
	localparam	ALL_LIGHT = 4'b1111;
	always@(posedge sys_clk or negedge sys_rst_n)
	if(!sys_rst_n)
		led <= ALL_DARK;
	else if(state != prev_state)	 
		case(state)
			IDLE:		led <= ALL_DARK;
			HALF:		led <= LIGHT_ONE;
			ONE:		led <= LIGHT_TWO;
			ONE_HALF:	led <= LIGHT_THREE;
			TWO:		led <= ALL_LIGHT;
			TWO_HALF:	led <= LIGHT_ONE;
			THREE:		led <= LIGHT_ONE;
		default:	
			led <= ALL_DARK;
		endcase
	else if(unit_cnt == L_GAP_CNT)
		if(state == TWO_HALF)	 
			led <= {led[2:0],led[3]};
		else if(state == THREE)begin		
			if(!flow_dir)
				led <= {led[2:0],led[3]};
			else
				led <= {led[0],led[3:1]};
			end
		else	
			led <= led;
endmodule
module complex_FSM(
	input	wire	sys_clk,
	input	wire	sys_rst_n,
	input 	wire	pi_money_one,
	input	wire	pi_money_half,
	output	reg		[6:0]	state		 
    );
	wire   [1:0] pi_money;
	assign pi_money = {pi_money_one,pi_money_half};
	localparam	IDLE 		= 5'b00001;
	localparam	HALF		= 5'b00010;
	localparam	ONE	 		= 5'b00100;
	localparam	ONE_HALF 	= 5'b01000;
	localparam	TWO 		= 5'b10000;
	localparam	INPUT_NULL	= 2'b00;
	localparam	INPUT_HALF	= 2'b01;
	localparam	INPUT_ONE	= 2'b10;
	parameter RESET_TIME_TO_CNT = 29'd500_000_000;  
	reg  [28:0] reset_cnt;
	always@(posedge sys_clk or negedge sys_rst_n)
	if(!sys_rst_n)
		reset_cnt <= 29'd0;
	else if(reset_cnt == RESET_TIME_TO_CNT - 1)	 
		reset_cnt <= 29'd0;
	else if(pi_money != INPUT_NULL)				 
		reset_cnt <= 29'd0;
	else if(state != {2'b00,IDLE})				 
		reset_cnt <= reset_cnt + 1'd1; 
	else
		reset_cnt <= reset_cnt;
	always@(posedge sys_clk or negedge sys_rst_n)
	if(!sys_rst_n)
		state <= {2'b00,IDLE};
	else if((reset_cnt == RESET_TIME_TO_CNT - 1)&&(pi_money == INPUT_NULL))
		state <= {2'b00,IDLE};
	else
		case(state[4:0])
		IDLE:	if(pi_money == INPUT_HALF)		 
					state <= {2'b00,HALF};
				else if(pi_money == INPUT_ONE)
					state <= {2'b00,ONE};
				else
					state <= state;				 
		HALF:	if(pi_money == INPUT_HALF)
					state <= {2'b00,ONE};
				else if(pi_money ==INPUT_ONE)
					state <= {2'b00,ONE_HALF};
				else
					state <= state;
		ONE:	if(pi_money == INPUT_HALF)
					state <= {2'b00,ONE_HALF};
				else if(pi_money == INPUT_ONE)
					state <= {2'b00,TWO};
				else 
					state <= state;
		ONE_HALF:if(pi_money == INPUT_HALF)
					state <= {2'b00,TWO};
				else if(pi_money ==INPUT_ONE)
					state  <= {2'b01,IDLE};
				else
					state <= state;
		TWO:	if(pi_money == INPUT_HALF)
					state  <= {2'b01,IDLE};
				else if(pi_money ==INPUT_ONE)
					state  <= {2'b10,IDLE};
				else 
					state <= state;
		default:
				state <= {2'b00,IDLE};
		endcase
endmodule
module top_FSM(
	input wire 			sys_clk,
	input wire			sys_rst_n,
	input wire 			pi_money_half,
	input wire 			pi_money_one,
	output wire [3:0] 	led
    );
	wire fo_money_half;
	wire fo_money_one;
	Key_Filter Key_Filter_inst0(
	.sys_clk(sys_clk),
	.sys_rst_n(sys_rst_n),
	.key_in(pi_money_half),
	.key_out(fo_money_half)
    );
	Key_Filter Key_Filter_inst1(
	.sys_clk(sys_clk),
	.sys_rst_n(sys_rst_n),
	.key_in(pi_money_one),
	.key_out(fo_money_one)
    );
	wire [6:0] led_state;
	complex_FSM complex_FSM_inst0(
	.sys_clk(sys_clk),
	.sys_rst_n(sys_rst_n),
	.pi_money_one(fo_money_one),
	.pi_money_half(fo_money_half),
	.state(led_state)		 
    );
	LedCtrl LedCtrl_inst0(
	.sys_clk(sys_clk),
	.sys_rst_n(sys_rst_n),
	.state(led_state),
	.led(led)
    );
endmodule
```

## ./run.sh

```bash
#!/bin/bash
# OpenROAD 26Q1-2900-gdf79404cd8, Yosys 0.63+post, stock flow scripts
make -C /OpenROAD-flow-scripts/flow DESIGN_CONFIG=/design/flow/config.mk WORK_HOME=/design/flow/orfs finish
```

==> run notes <==
Status of the implementation.

- The flow ran to the end, and the final reports show no timing, DRC or antenna violations.
- The filler cell count in the final layout is 911, for reference.
- Once detailed placement completed, the half-perimeter wirelength came to 7140 microns.
- Of the total synthesized cell area, the portion taken by AND-OR and OR-AND cells is 5.49%.
- The simple-gate area share of the yosys netlist is 27.3%, for reference.
- Of all cell types, the one taking the most synthesized area is dfrtp_1.
- Buffers inserted during clock tree synthesis total 17.
- The tree is rooted in a clkbuf_16.
- Combinational logic is responsible for 2.2% of the overall power.
- The worst clock skew is 0.00621 ns, for reference.
- The maximum achievable frequency is 422 MHz, for reference.
- CTS reports a maximum clock tree buffer depth of 2.
- The final timing summary puts the cycle share of the worst path at 60.7%.
- The row count is 39, for reference.
- Antenna repair during routing inserted a diode count of 0.
- The final design area excluding fillers is 6750 sq um, for reference.
- Once routing completed, OpenROAD measured the worst setup slack at 1.53 ns.
- The fraction of synthesized cell area in xor and xnor cells is 13.1%, for reference.
- Per the synth stats, the proportion of register bits with asynchronous set or reset is 100%.
- The signal arrival time at the worst endpoint is 2.70 ns, for reference.
- In the final routed layout, each cell accounts on average for 13.9 microns.
- Post-CTS repair ended up resizing 0 cells.
- The power density of the placed cells is 408 nW/um^2, for reference.
- The overall routing resource usage is 20.2%, for reference.
- Of the total synthesized cell area, the portion taken by full adders, half adders and majority gates is 1.25%.
- Once detail routing completed, the nets flagged for antenna violations numbered 0.
- The worst setup path is captured at a flip-flop.
- In the synthesized netlist the dominant register cell turns out to be dfrtp_1.
- Looking at the max-slew report, the worst-margin pin has a slew of 0.926 ns.
- The share of Yosys cell area claimed by the top area cell type is 47.0%, for reference.
- The post-layout utilization of the core is 58.4%, for reference.
- The timing report shows the most common cell along the critical path to be nand3_1.
- The synthesis run shows multiplexers occupying 1.50% of the cell area.
- The routability-driven placement congestion ratio is 0.827, for reference.
- The aggregate negative setup slack is 0 ns, for reference.
- The internal power is 2.20 mW, for reference.
- The fraction of layout instances using a drive strength above 1 is 8.19%, for reference.
- The floorplan die height is 112 microns, for reference.
- The final critical path time including I/O delays and setup is 2.37 ns, for reference.
- In this run, distinct cell masters in the synthesized netlist total 52.
- The die covers 12500 sq um.
- The sequential share of power is 44.0%, for reference.
- The skew report gives the latency at the later pin of the worst-skew pair as 0.40 ns.
- In this run the register-to-register setup slack is 1.53 ns.
- TritonCTS built the clock tree.
- Per the slew report, the remaining headroom to the max-slew limit stands at 37.7%.
- In this run the standard cell core region covers 11600 sq um.
- The floorplan step records an initial core utilization of 52.1%.
- The wire length of the first global-routing pass is 19800 microns, for reference.
- The number of storage elements in the synthesis netlist is 115, for reference.
- The total congestion overflow after global routing is 0, for reference.
- For reference, the post-synthesis area per instance comes to 9.48 sq um.
- The post-synthesis cell count from yosys is 635, for reference.
- The number of setup buffers added after CTS is 0, for reference.
- The switching part of the total power is 20.3%, for reference.
- On the critical path, the stage with the largest delay is an instance of dfstp_2.
- By area the synthesized netlist is led by dfrtp_1 47%, xor2_1 7.7%, nor2_1 6.5%, xnor2_1 5.4%, nand3_1 3.3%.
- The total leakage power is 2.93 nW, for reference.
- For this design the top-level I/O count stands at 8.
- Setup repair after global routing left no endpoint under its margin.
- The post-synthesis sequential area ratio is 47.8%, for reference.
- The final routed wirelength across all metal layers is 11000 microns, for reference.
- In this run the maximum-capacitance check reported violations numbering 0.
- The hold buffer count at cts is 0, for reference.
- The required time of the worst setup path is 4.24 ns, for reference.
- The kind of cell with the highest combined delay on the critical path is simple AND/OR/NAND/NOR gates, for reference.
- Counting buffers and inverters, the worst setup path is 5 cells deep.
- Post-synthesis, Yosys gives the total cell area as 6020 sq um.
- The number of iterations in the first detailed-routing pass is 15, for reference.
- The cell count of the worst reg-to-reg path is 5, for reference.
- The most frequently used library cell after synthesis is dfrtp_1.
- The final-report max-slew violation count is 0, for reference.
- The count of H-tree levels built during CTS is 4, for reference.
- Summing every instance area after synthesis gives 6020 sq um.
- In this run, the number of DRC markers left after iteration 0 of detailed routing was 350.
- The width of the die is 112 microns, for reference.
- The number of buffers and inverters on the critical path is 0, for reference.
- In this run the layout overhead on the synthesized area is reported as 12.2%.
- Using the TritonRoute via totals, the vias-per-cell ratio works out to 5.53.
- Setup slack on the worst path after placement came out at 1.58 ns.
- The clock slew seen by the registers of the worst setup and hold paths is 0.05 ns, for reference.
- Ranked by instance count, the synthesized netlist is headed by 113 x dfrtp_1, 104 x nor2_1, 53 x xor2_1, 40 x nand3_1, 37 x xnor2_1.
- The via count of the first global-routing pass is 4232, for reference.
- The power report puts the net switching power at 0.561 mW.
- The clock net in this run drives a total of 115 sinks.
- The initial antenna violation count came to 0.
- Per the detailed placement report, the placed cell area equals 6180 sq um.
- The pin count of the biggest net entering global routing is 52, for reference.
- The clock network fraction of design power is 53.8%, for reference.
- Across all stage logs, warnings added up to 27.
- Among the non-sequential cells, simple AND/OR/NAND/NOR gates take the most area.
- STA classifies the critical path startpoint as a flip-flop.
- The routed layout reports a DRC error count of 0.
- Of all nets on the critical path, the largest fanout is 13.
- The largest vdd supply drop is 0.255 mV, for reference.
- Counting the warning lines in the Yosys log gives 3.
- In this run the worst hold path is classified as primary input to async pin.
- The number of enable flip-flop cells is 0, for reference.
- The number of hold violations in the final report is 0, for reference.
- The longest incremental delay of any stage on the critical path is reported as 0.66 ns.
- Endpoints with negative setup slack in the final report add up to 0.
- The type of the worst setup path is flip-flop to flip-flop, for reference.
- The total number of vias is 4369, for reference.
- The count of buffers from port buffering is 7, for reference.
- The post-synthesis cell count is 635, for reference.
- The report lists the cells along the critical path as nor2b_1 -> nand3_1 -> or4_1 -> or3_1 -> nand3_1.
[metrics by stage]
step                cells  hold WS [ns]  total power [mW]
floorplan             635         0.349              1.26
detailed placement    759         0.443              1.30
finish                790         0.400              2.76
global route          790         0.436              2.87
CTS                   790         0.418              2.79
global placement      759         0.439              1.29
[per-layer routing]
metal | routed length (microns) | vias up | GRT usage [%] | part of all wire (%)
met5 | 0 | - | 0 | 0
met1 | 5650 | 2088 | 33.7 | 51
li1 | - | 2210 | - | -
met4 | 101 | 0 | 2.43 | 0.92
met2 | 4870 | 60 | 29.5 | 44
met3 | 376 | 11 | 4.27 | 3.4
[cells in the final DEF, fill, tap and decap left out, types with 4 or more instances in the layout]
cell,netlist,routed
nor4_1,16,16
and2_1,11,11
nand2_1,32,32
xor2_1,53,53
a21oi_1,14,14
buf_4,1,7
nor3_1,16,16
o21ai_0,15,15
clkinv_2,0,7
and3_1,13,13
xnor2_1,37,37
nand4_1,27,27
and4_1,10,10
nand2b_1,4,4
a211oi_1,4,4
nand3_1,40,40
nor2b_1,7,7
clkbuf_16,0,17
clkdlybuf4s50_1,0,6
dfrtp_1,113,113
inv_1,20,20
nor2_1,104,104
ha_1,6,6
or3_1,9,9
mux2i_1,9,9
[cell families (layout without fill, tap and decap cells)]
group,count (synthesis),after routing
AND/OR/NAND/NOR,312,312
adder cells (fa/ha/maj),6,6
flip-flops,115,115
multiplexers,9,9
AND-OR/OR-AND,51,51
buffers and inverters,52,64
XOR/XNOR,90,90
[power by group through the flow]
| stage | Combinational [mW] | Sequential (mW) | Clock, mW |
|---|---|---|---|
| final | 0.0599 | 1.21 | 1.48 |
| after global routing | 0.0701 | 1.21 | 1.58 |
| after CTS | 0.0625 | 1.21 | 1.52 |
[state kept, by name (all words and copies together) (netlist names)]
signal	flops
LedCtrl_inst0.flow_dir	1
LedCtrl_inst0.led	4
complex_FSM_inst0.state	7
LedCtrl_inst0.unit_cnt	25
Key_Filter_inst0.key_out	1
complex_FSM_inst0.reset_cnt	29
Key_Filter_inst0.clk_cnt	20
Key_Filter_inst1.key_out	1
Key_Filter_inst1.clk_cnt	20
LedCtrl_inst0.prev_state	7
[worst paths after layout]
kind                                                         from                                           to
setup / recovery           complex_FSM_inst0.state[0]$_DFFE_PN1P_             LedCtrl_inst0.led[0]$_DFFE_PN0P_
hold / removal                                          sys_rst_n  complex_FSM_inst0.reset_cnt[22]$_DFFE_PN0P_
setup reg to reg           complex_FSM_inst0.state[0]$_DFFE_PN1P_             LedCtrl_inst0.led[0]$_DFFE_PN0P_
hold reg to reg            complex_FSM_inst0.state[0]$_DFFE_PN1P_        LedCtrl_inst0.prev_state[0]$_DFF_PN1_
max in group asynchronous                               sys_rst_n        LedCtrl_inst0.prev_state[0]$_DFF_PN1_
min in group clk0          complex_FSM_inst0.state[0]$_DFFE_PN1P_        LedCtrl_inst0.prev_state[0]$_DFF_PN1_
[cell type report]
| type | instances | area, sq um | share of cell area [%] |
|---|---|---|---|
| Sequential cell | 115 | 2880 | 42.7 |
| Clock inverter | 11 | 110 | 1.63 |
| Inverter | 20 | 75.1 | 1.11 |
| Tap cell | 143 | 179 | 2.65 |
| Multi-Input combinational cell | 468 | 2930 | 43.4 |
| Timing Repair Buffer | 13 | 113 | 1.67 |
| Clock buffer | 20 | 467 | 6.91 |
Power figures rest on the tool's default switching activity, not on a simulated workload.
